===== flow/config.mk =====
export PLATFORM = sky130hd
export DESIGN_NAME = RCServo
export DESIGN_NICKNAME = RCServo
export VERILOG_FILES = /design/flow/design.v
export SDC_FILE = /design/flow/constraint.sdc
export NUM_CORES = 4
export LEC_CHECK = 1
export CORE_UTILIZATION = 50

===== flow/constraint.sdc =====
current_design RCServo

set clk_period 5.2
set clk_io_pct 0.2

create_clock -name clk0 -period $clk_period [get_ports {clk}]

set non_clock_inputs [all_inputs -no_clocks]
set_input_delay [expr $clk_period * $clk_io_pct] -clock clk0 $non_clock_inputs
set_output_delay [expr $clk_period * $clk_io_pct] -clock clk0 [all_outputs]

===== flow/design.v =====
`timescale 1ns / 1ps
module RCServo(
    input clk,
    input Fast_CCW,
    input Slow_CCW,
    input Slow_CW,
    input Fast_CW,
    output RCServo_pulse,
    output reg LED,
    output reg LED1,
    output reg LED2,
    output reg LED3
    );
    reg [7:0] RxD_data_reg = 8'h80;
    wire F_CCW_clean;
    wire F_CCW_state;
    wire F_CCW_up;
    wire S_CCW_clean;
    wire S_CCW_state;
    wire S_CCW_up;
    wire S_CW_clean;
    wire S_CW_state;
    wire S_CW_up;
    wire F_CW_clean;
    wire F_CW_state;
    wire F_CW_up;
    PushButton_Debouncer db_Fast_CCW(
        .clk    (clk),
        .PB     (Fast_CCW),
        .PB_state   (F_CCW_state),
        .PB_down    (F_CCW_clean),
        .PB_up      (F_CCW_up)
    );
    PushButton_Debouncer db_Slow_CCW(
            .clk    (clk),
            .PB     (Slow_CCW),
            .PB_state   (S_CCW_state),
            .PB_down    (S_CCW_clean),
            .PB_up      (S_CCW_up)
        );
    PushButton_Debouncer db_Slow_CW(
                .clk    (clk),
                .PB     (Slow_CW),
                .PB_state   (S_CW_state),
                .PB_down    (S_CW_clean),
                .PB_up      (S_CW_up)
            );
    PushButton_Debouncer db_Fast_CW(
                .clk    (clk),
                .PB     (Fast_CW),
                .PB_state   (F_CW_state),
                .PB_down    (F_CW_clean),
                .PB_up      (F_CW_up)
            );    
    always @(posedge clk) begin
        if (F_CCW_clean == 1) begin
          if (RxD_data_reg < 8'hDF)
            RxD_data_reg <= RxD_data_reg +8'h20;
          else
            RxD_data_reg = 8'hFF;         
        end
        if (S_CCW_clean == 1) begin
          if (RxD_data_reg <8'hFF)
            RxD_data_reg <= RxD_data_reg +8'h01;
          else
            RxD_data_reg = 8'hFF;       
        end
        if (S_CW_clean == 1) begin
          if (RxD_data_reg >8'h01)
            RxD_data_reg <= RxD_data_reg -8'h01;
          else
            RxD_data_reg = 8'h00;         
        end        
        if (F_CW_clean == 1)begin
          if (RxD_data_reg >8'h20)
            RxD_data_reg <= RxD_data_reg -8'h20;
          else 
            RxD_data_reg = 8'h00;
        end        
    end
    always @(posedge clk) LED <= F_CCW_state;
    always @(posedge clk) LED1 <= S_CCW_state;
    always @(posedge clk) LED2 <= S_CW_state;
    always @(posedge clk) LED3 <= F_CW_state;  
    parameter ClkDiv = 392;
    reg [9:0] ClkCount;
    reg ClkTick;
    always @(posedge clk) ClkTick <= (ClkCount==ClkDiv-2);
    always @(posedge clk) if(ClkTick) ClkCount <= 0; else ClkCount <= ClkCount + 1;
    reg [11:0] PulseCount;
    always @(posedge clk) if(ClkTick) PulseCount <= PulseCount + 1;
    reg [7:0] RCServo_position;
    always @(posedge clk) if(PulseCount==0) RCServo_position <= RxD_data_reg;
    reg RCServo_pulse;
    always @(posedge clk) RCServo_pulse <= (PulseCount < {4'b0001, RCServo_position});
endmodule
module PushButton_Debouncer(
    input clk,
    input PB,   
    output reg PB_state,   
    output PB_down,   
    output PB_up    
    );
    reg PB_sync_0;  always @(posedge clk) PB_sync_0 <= ~PB;   
    reg PB_sync_1;  always @(posedge clk) PB_sync_1 <= PB_sync_0;
    reg [15:0] PB_cnt;
    wire PB_idle = (PB_state==PB_sync_1);
    wire PB_cnt_max = &PB_cnt;	 
    always @(posedge clk)
    if(PB_idle)
        PB_cnt <= 0;   
    else
    begin
        PB_cnt <= PB_cnt + 16'd1;   
        if(PB_cnt_max) PB_state <= ~PB_state;   
    end
    assign PB_down = ~PB_idle & PB_cnt_max & ~PB_state;
    assign PB_up   = ~PB_idle & PB_cnt_max &  PB_state;
endmodule

===== flow/run.sh =====
#!/bin/bash
# OpenROAD 26Q1-2900-gdf79404cd8, Yosys 0.63+post, stock flow scripts
make -C /OpenROAD-flow-scripts/flow DESIGN_CONFIG=/design/flow/config.mk WORK_HOME=/design/flow/orfs finish

==> flow_metrics.env <==
# yosys + openroad results
export IMPL_finalClockPeriodUsage_pct=70.0
export IMPL_critPathCapture="RxD_data_reg[0]"
export IMPL_cts_root_buf="clkbuf_8"
export IMPL_warning_count=27
export IMPL_drive_gt1_share_pct=7.88
export IMPL_arrival_ps=4110
export IMPL_worstPathMaxFanout=11
export IMPL_fin_skew_ps=7.04
export IMPL_synthTopCellsByArea="dfxtp_1, edfxtp_1, xor2_1, nor2_1, xnor2_1"
export IMPL_grt_pass1_vias=3792
export IMPL_vias_per_cell=5.28
export IMPL_cts_resized=0
export IMPL_io_buffers=9
export IMPL_antenna_found_initial=0
export IMPL_final_core_util_pct=60.6
export IMPL_fmax_ghz=0.275
export IMPL_place_congestion=0.897
export IMPL_crit_cells=10
export IMPL_synth_seq_share_pct=47.9
export IMPL_top_area_cell="dfxtp_1"
export IMPL_static_leakage_power_uw=0.00241
export IMPL_cap_violations=0
export IMPL_cts_tree="built"
export IMPL_dp_hpwl_um=6310
export IMPL_regToRegSetupSlack_ps=1560
export IMPL_postSynthCellCount=589
export IMPL_io_pins=10
export IMPL_dieHeight_um=107
export IMPL_r2r_start="db_Slow_CCW.PB_cnt[0]"
export IMPL_fin_setup_tns_ps=0
export IMPL_grt_max_degree=23
export IMPL_edf_count=24
export IMPL_route_detailed_wl_per_inst_um=12.6
export IMPL_ys_warn_count=2
export IMPL_worst_path_buf_inv=0
export IMPL_cp_top_family="simple AND/OR/NAND/NOR gates"
export IMPL_path_clk_slew_ps=60
export IMPL_tightestPinTransition_ps=909
export IMPL_vias=4003
export IMPL_drt_iter0_markers=192
export IMPL_crit_chain="ha_1 -> nand3_1 -> or3_1 -> nor2_1 -> nand3_1 -> o21ai_0 -> nor4_1 -> nor4_2 -> o31ai_4 -> and3b_1"
export IMPL_overflow=0
export IMPL_coreArea_mm2=0.0105
export IMPL_grt_total_usage_pct=18.8
export IMPL_antenna_left=0
export IMPL_die_x_um=107
export IMPL_yosys_stat_cells=589
export IMPL_fin_area_mm2=0.00636
export IMPL_cts_hold_buf=0
export IMPL_finalHoldViolCount=0
export IMPL_cts_buffer_depth=2
export IMPL_final_max_slew_viol_count=0
export IMPL_top_area_share_pct=34.8
export IMPL_area_growth_pct=15.4
export IMPL_numCtsBuffers=17
export IMPL_rsz0062_at_grt="false"
export IMPL_crit_path_start_kind="flip-flop"
export IMPL_power_density_mw_per_mm2=339
export IMPL_min_path_type="reg -> reg"
export IMPL_cts_sinks=120
export IMPL_worst_path_most_repeated_cell="nand3_1"
export IMPL_dr_wl_met3_um=319
export IMPL_ys_area_mm2=0.00552
export IMPL_rows=37
export IMPL_slowest_stage="nor2_1"
export IMPL_path_class="reg -> reg"
export IMPL_min_period_ps=3640
export IMPL_cts_htree_levels=4
export IMPL_placed_area_mm2=0.00576
export IMPL_synthFlopType="dfxtp_1"
export IMPL_peakVddDrop_v=0.000361
export IMPL_status="complete, no violations"
export IMPL_floorplan_core_util_pct=52.5
export IMPL_critical_path_max_stage_delay_ps=580
export IMPL_async_flop_share_pct=0
export IMPL_wirelength_met1_um=4980
export IMPL_ys_types=55
export IMPL_finalSetupViolCount=0
export IMPL_cp_end_kind="flip-flop"
export IMPL_r2r_cells=10
export IMPL_drc=0
export IMPL_netlist_area_mm2=0.00552
export IMPL_chipArea_mm2=0.0115
export IMPL_post_cts_setup_buffers=0
export IMPL_postSynthAreaPerCell_um2=9.37
export IMPL_highest_layer="met4"
export IMPL_grt_first_pass_wirelength_um=16800
export IMPL_ys_ff=120
export IMPL_startpoint="db_Slow_CCW.PB_cnt[0]"
export IMPL_slew_headroom_pct=39.3
export IMPL_dr_pass1_iters=4
export IMPL_rr_endpoint="RxD_data_reg[0]"
export IMPL_routed_wirelength_um=9550
export IMPL_antenna_cells=0
export IMPL_worstPathRequired_ps=5660
export IMPL_power_total_uw=2150
export IMPL_wl_met2_um=4150
export IMPL_insertion_delay_ps=520
-- worst min path at each step --
stage                     from                    to  slack [ps]  cells after the start
6_report  db_Slow_CW.PB_sync_0  db_Slow_CW.PB_sync_1         330                      0
5_1_grt   db_Fast_CW.PB_sync_0  db_Fast_CW.PB_sync_1         340                      0
4_1_cts   db_Fast_CW.PB_sync_0  db_Fast_CW.PB_sync_1         330                      0
-- logic make-up (layout without fill, tap and decap cells) --
| group | count (synthesis) | after routing | share of synthesized area (%) |
|---|---|---|---|
| simple gates | 266 | 266 | 24.8 |
| xor+xnor | 72 | 72 | 11.4 |
| fa+ha+maj | 17 | 17 | 3.81 |
| compound gates | 75 | 75 | 9.18 |
| mux | 1 | 1 | 0.181 |
| flops | 120 | 120 | 47.9 |
| buf+inv | 38 | 71 | 2.70 |
-- cell type report --
class,count,area (µm²)
inverter,26,97.6
clock buffer,22,494
sequential,120,2640
tap,136,170
timing repair buffer,13,120
clock inverter,10,114
multi-input combinational,431,2730
fill,822,4140
-- worst reg2reg max path: cells and delay by family (launching register included) --
| kind | cells | cell delay [ps] |
|---|---|---|
| AOI/OAI and AO/OA | 2 | 720 |
| adders and majority gates | 1 | 200 |
| DFF | 1 | 360 |
| and+or+nand+nor | 7 | 2320 |
-- metrics by stage --
stage | cells | worst slack [ps] | hold slack (ps)
after detailed placement | 726 | 1700 | 312
final | 758 | 1560 | 325
after CTS | 758 | 1640 | 325
after global placement | 726 | 1780 | 311
after global routing | 758 | 1220 | 336
after floorplan | 589 | 2220 | 310
-- power breakdown --
| part | leakage [µW] | internal [µW] | total, µW | switching (µW) |
|---|---|---|---|---|
| Sequential | 0.00105 | 957 | 965 | 8.09 |
| Combinational | 0.00106 | 13.4 | 26.6 | 13.2 |
| Clock | 0.000298 | 760 | 1160 | 403 |
-- metal layers --
metal | global-route usage [%] | vias up
met5 | 0 | -
li1 | - | 2101
met1 | 28.9 | 1860
met4 | 2.64 | 0
met2 | 29.0 | 35
met3 | 4.22 | 7
-- cells in the final DEF, fill, tap and decap left out, types with 13 or more instances in the layout --
| cell type | Yosys | final |
|---|---|---|
| a21oi_1 | 21 | 21 |
| and3_1 | 16 | 16 |
| clkbuf_16 | 0 | 17 |
| dfxtp_1 | 96 | 96 |
| edfxtp_1 | 24 | 24 |
| ha_1 | 16 | 16 |
| inv_1 | 26 | 26 |
| nand2_1 | 44 | 44 |
| nand3_1 | 34 | 34 |
| nand4_1 | 13 | 13 |
| nor2_1 | 86 | 86 |
| o21ai_0 | 18 | 18 |
| xnor2_1 | 31 | 31 |
| xor2_1 | 41 | 41 |
-- synthesized netlist by cell type, types with 13 or more instances --
cell type	n
nor2_1	86
edfxtp_1	24
inv_1	26
o21ai_0	18
nand2_1	44
nand4_1	13
nand3_1	34
xnor2_1	31
xor2_1	41
dfxtp_1	96
and3_1	16
a21oi_1	21
ha_1	16
Power is estimated from default activity; no workload was simulated.
